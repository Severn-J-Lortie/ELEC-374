===== /design/flow/design.v =====
module Alu_Mul_32(input [31:0] M, Q, input clk, rst, output reg [63:0] O, output reg ready);
	reg [32:0] pp, m;
	reg [5:0] count;
	reg [2:0] q;
	reg [63:0] j;
	initial begin
		pp = 33'b0;
		count = 6'b0;
		m = 33'b0;
		q = 3'b0;
		O = 64'b0;
		j = 64'b0;
	end
	always @(posedge clk) begin
		if (rst == 1) begin
			count = 6'b0; 
			ready = 0;
			pp = 33'b0; 
			q = 3'b0; 
			O = 64'b0;
			j = 64'b0;
		end
		if (count < 16) begin
			m = {M[31], M[31:0]};  
			if (count == 0) begin
				q = {Q[1:0], 1'b0};
			end
			else begin
				q = {Q[count + count + 1], Q[count + count], Q[count + count - 1]};
			end
			case(q)
				3'b000: begin	
					m = 33'b0;
				end
				3'b011: begin
					m = m << 1;
				end
				3'b100: begin
					m = ~(m << 1) + 1; 
				end
				3'b101: begin
					m = ~m + 1;
				end
				3'b110: begin
					m = ~m + 1;
				end
				3'b111: begin
					m = 33'b0;
				end	
			endcase
			pp = pp + m; 
			j = O >> 2;
			O = j;
			O[31:30] = pp[1:0];
			pp = pp >> 2;
			pp = {pp[30], pp[30], pp[30:0]};
			if (count == 15) begin 
				O[63:32] = pp[31:0];
			end
			count = count + 6'd1;
		end
		else begin 
			ready = 1;
		end
	end
endmodule

===== /design/flow/run.sh =====
#!/bin/bash
# OpenROAD 26Q1-2900-gdf79404cd8, Yosys 0.63+post, stock flow scripts
make -C /OpenROAD-flow-scripts/flow DESIGN_CONFIG=/design/flow/config.mk WORK_HOME=/design/flow/orfs finish

===== /design/flow/config.mk =====
export PLATFORM = sky130hd
export DESIGN_NAME = Alu_Mul_32
export DESIGN_NICKNAME = Alu_Mul_32
export VERILOG_FILES = /design/flow/design.v
export SDC_FILE = /design/flow/constraint.sdc
export NUM_CORES = 4
export LEC_CHECK = 1
export CORE_UTILIZATION = 50

===== /design/flow/constraint.sdc =====
current_design Alu_Mul_32

set clk_period 20.7
set clk_io_pct 0.2

create_clock -name clk0 -period $clk_period [get_ports {clk}]

set non_clock_inputs [all_inputs -no_clocks]
set_input_delay [expr $clk_period * $clk_io_pct] -clock clk0 $non_clock_inputs
set_output_delay [expr $clk_period * $clk_io_pct] -clock clk0 [all_outputs]

==> summary.txt <==
Entry: Yosys synthesis followed by OpenROAD place and route.

Outcome:
- The run finished with clean final reports.

Pwr:
- The run gives the total internal power as 540 µW.
- The script extracted a total leakage power of 3.58 nW.
- The run gives the net switching component of the power as between 300 and 400 µW.
- The run gives the switching portion of total power as 41.8%.
- The run gives the fraction of power consumed by the clock network as 17.3%.
- The run puts the maximum ir drop on the vdd rail at 0.0617 mV.
- In this run, the combinational gates consume 54.2% of the power.
- The run puts the relative contribution of sequential cells to total power at about 28%.
- Power spread over the standard cell area amounts to 98.2 mW/mm².

Routing:
- The run puts the antenna diode count at 0.
- The run gives the count of vias placed by the detailed router as about 7,800.
- The run gives the violation count after the first detailed-route iteration as 704.
- The run gives the number of nets with antenna violations after routing as 0.
- For this block, the routed nets add up to 22,300 µm of wire.
- After detailed routing, the number of remaining DRC violations is 0.
- The run puts the mean routed wirelength per cell at 16.7 µm.
- The run puts the first-pass iteration count of the detailed router at 5.
- The run puts the number of vias per cell after detailed routing at 5.88.

Synthesis:
- The run puts the number of flip-flops and latches in the synthesized netlist at 104.
- Warnings reported by Yosys during synthesis add up to 1.
- Per the synth stats, the proportion of register bits with asynchronous set or reset is 0%.
- The run puts the post-synth tally of flip-flops with integrated enable at 4.
- The run gives the cell area after technology mapping as between 0.007 and 0.008 mm².
- The run gives the register share after synthesis as between 20% and 30%.
- The commonest cells after synthesis are nand2_1 (148), dfxtp_1 (100), a21oi_1 (93).
- Sorting the synthesis cell report by count puts at the top nand2_1.
- The run gives the cell taking the most area after synthesis as dfxtp_1.
- The synthesis report lists the most area-consuming cells as dfxtp_1 (26%), nand2_1 (7.1%), a21oi_1 (6.0%), ha_1 (5.6%), o21ai_0 (4.8%).
- The run gives the post-synthesis cell count from yosys as 1,055.
- The run puts the post-synthesis instance total at 1,055.
- The run gives the dominant register cell as dfxtp_1.
- The run gives the average instance area after synthesis as between 7 and 8 µm².
- The run puts the count of different cell masters after synthesis at roughly 70.
- The run puts the area figure in the yosys stat output at 0.00778 mm².
- The run puts the fraction of post-synthesis cell area in the top cell type by area at 25.7%.

CTS:
- Buffers inserted to repair hold after CTS numbered 0.
- The run gives the clock tree from TritonCTS as done.
- Gates resized during post-CTS repair numbered 0.
- The run puts the number of H-tree levels at 3.
- The run puts the maximum clock path buffer count at 2.
- The run gives the clock latency reported for the late side of the worst-skew pair as 0.35 ns.
- The run gives the clock transition time at the flip-flop clock pins of the worst setup and hold paths as 0.07 ns.
- The run puts the number of setup buffers added after CTS at 0.
- The run gives the clock sink count as 104.
- The run puts the TritonCTS buffer count at 9.
- Clock tree synthesis selected as its root buffer the cell clkbuf_16.

Global routing:
- The first global-routing pass estimated 36,000 µm of wire.
- The number of antenna violations at the first check in global routing was 0.
- Per the GRT congestion report, total overflow comes to 0.
- Global routing used 28.7% of the available tracks across all layers.
- The via count of the first global-routing pass is between 6,000 and 7,000.
- The run gives the maximum number of pins on one net before global-route repair as 66.

Flow run:
- The run gives the tool warning count as 27.
- The run puts the number of max-cap violations at 0.

Timing:
- The run gives the final sum of negative setup slack as 0 ns.
- Setup violations remaining at the end of the flow were counted as 0.
- The run puts the maximum clock frequency at 0.0922 GHz.
- Measured against its own limit, the worst slew margin works out to 44.1%.
- The run puts the final period demand of the worst path at 10.85 ns.
- The run gives the actual transition at the worst max-transition pin as slightly above 0.8 ns.
- The run gives the worst-case clock skew as 0.00869 ns.
- The run gives the final count of pins violating max slew as 0.
- Setup repair after global routing left no endpoint under its margin.
- The final critical path takes up 52.4% of the cycle.
- In the final report, the number of hold violations comes to 0.

Die:
- During I/O placement, the number of pins put on the boundary was 131.
- The region available for standard cell placement spans 0.0152 mm².
- Before placement the cells fill between 50% and 60% of the core.
- The run puts the overall chip area at 0.0161 mm².
- Measured along the y axis, the die boundary spans 127 µm.
- The run gives the die outline width as 127 µm.
- The run gives the placement row count as 45.

Critical path:
- In the setup report, the worst path falls into the class in -> reg.
- STA classifies the critical path endpoint as a flop.
- The worst setup path is launched from an input pin.
- The run gives the highest cell delay on the worst timing path as 0.76 ns.
- On the critical path the data arrives at 11.14 ns.
- The run gives the worst reg-to-reg setup slack as 13.57 ns.
- The report lists the cells along the critical path as buf_4, clkinv_1, nand2_1, ha_1, xor2_1, mux4_2, mux2_2, a32oi_4, nand2b_1, a211oi_1, a2111oi_0, ha_1, a21oi_1, o211ai_1, o2111a_1, a31oi_1, a21oi_1, nor2_1, o21ai_0, a2111oi_0, a211o_1.
- The run puts the data required time at the worst endpoint at approximately 21 ns.
- The run puts the worst-path maximum fanout at 48.
- Looking at the critical path, the single cell with the biggest stage delay is a2111oi_0.

Final layout:
- The run puts the area taken by flip-flops and latches at 0.00212 mm².
- The run puts the count of fill cells added during filler insertion at approximately 1,400.
- The final report lists a non-filler cell total of ~1,300.
- The run puts the relative area change from synthesis to final layout at 21.3%.
- The run puts the area of the multi-input gates at 0.00527 mm².
- The run puts the share of the core filled with cells in the final layout at a little over 60%.
- The run puts the share of cells above drive strength 1 at 4.81%.

Placement:
- The run gives the total of buffers placed on input and output ports as approximately 130.
- The run puts the HPWL after detailed placement at 16,000 µm.
- Routability-driven placement finished with a final weighted congestion of 0.944.
- The run puts the number of instances in the placed design at 1,316.

Hold path:
- The path class of the tightest hold or removal check is reg -> reg.
[cell usage in the layout, fill, tap and decap left out, drive strengths merged, types with 33 or more instances in the layout]
master	instances
xnor2	33
nor2b	40
dfxtp	100
nand2	148
o21ai	75
nor2	90
ha	35
clkdlybuf4s50	129
inv	33
o22ai	35
a21oi	93
a22oi	36
[flip-flops by register name (all words and copies together), names as in the netlist]
| name | count |
|---|---|
| count | 6 |
| ready | 1 |
| O | 64 |
| pp | 33 |
[stage by stage]
step,setup WS [ns],power (mW),hold WS (ns),cell area (µm²)
after floorplan,11.36,0.632,0.408,7780
after global placement,9.84,0.761,0.419,9160
after detailed placement,9.70,0.761,0.425,9160
after CTS,10.05,0.926,0.436,9440
after global routing,9.38,1.00,0.453,9440
final,9.85,0.927,0.436,9440
[cell type report]
class | instances | area share [%]
Clock inverter | 6 | 0.530
Tap cell | 188 | 2.49
Clock buffer | 10 | 2.42
Inverter | 31 | 1.23
Sequential cell | 104 | 22.5
Multi-Input combinational cell | 847 | 55.8
Timing Repair Buffer | 146 | 15.0
[critical path: cells and delay by family]
family	cells	cell delay, ns
buf+inv	2	0.83
xor+xnor	1	0.30
compound gates	11	3.26
mux	2	0.84
simple gates	3	0.92
fa+ha+maj	2	0.80
[power groups by stage]
stage	logic (mW)	registers [mW]	clock network, mW
6_report	0.503	0.264	0.161
5_1_grt	0.559	0.269	0.172
4_1_cts	0.497	0.264	0.166
[cell families (layout without fill, tap and decap cells)]
group | count (synthesis) | after routing | synth area share [%]
xor gates and xnor gates | 57 | 57 | 6.59
adders and majority gates | 37 | 37 | 6.01
and+or+nand+nor | 392 | 392 | 23.5
buffers and inverters | 104 | 193 | 5.24
DFF | 104 | 104 | 27.3
muxes | 17 | 17 | 3.25
AOI/OAI and AO/OA | 344 | 344 | 28.2
[final timing paths]
check                start  endpoint  depth (start not counted)
setup / recovery       rst     O[61]                         21
hold reg to reg      pp[2]     pp[2]                          2
setup reg to reg  count[0]     O[61]                         19
hold / removal       pp[2]     pp[2]                          2
[layer usage]
layer	routed length, µm	GRT usage [%]	share of wire (%)
met5	0	0	0
met4	163	2.03	0.73
met3	1220	3.01	5.5
met2	9330	40.9	42
met1	11500	49.4	52
Power and IR drop assume default switching activity.
