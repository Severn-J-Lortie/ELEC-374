File: flow/design.v
module Mux_2_32 (output [31:0] mux_out, input [31:0] data_0, data_1, input select);
	assign mux_out = select ? data_1 : data_0;
endmodule
File: flow/constraint.sdc
current_design Mux_2_32

set clk_period 1.0
set clk_io_pct 0.2

create_clock -name clk0 -period $clk_period

set non_clock_inputs [all_inputs -no_clocks]
set_input_delay [expr $clk_period * $clk_io_pct] -clock clk0 $non_clock_inputs
set_output_delay [expr $clk_period * $clk_io_pct] -clock clk0 [all_outputs]
File: flow/config.mk
export PLATFORM = sky130hd
export DESIGN_NAME = Mux_2_32
export DESIGN_NICKNAME = Mux_2_32
export VERILOG_FILES = /design/flow/design.v
export SDC_FILE = /design/flow/constraint.sdc
export NUM_CORES = 4
export LEC_CHECK = 1
export CORE_AREA = 10 10 70 70
export DIE_AREA = 0 0 80 80
File: flow/run.sh
#!/bin/bash
# OpenROAD 26Q1-2900-gdf79404cd8, Yosys 0.63+post, stock flow scripts
make -C /OpenROAD-flow-scripts/flow DESIGN_CONFIG=/design/flow/config.mk WORK_HOME=/design/flow/orfs finish
==> Slide: Implementation Results <==
Key Metrics from the Run

Worst hold path
  – Hold path depth: 3
  – Min-Delay Path Class: in2out

Logic synthesis
  – Yosys warnings: 0
  – Post-Syn Area: 544.3 µm²
  – Synthesis area per yosys: around 540 µm²
  – Yosys cell count: 36
  – Instance tally after logic synthesis: 36
  – Seq share, synth: 0%
  – Unique cell types: 4
  – Avg Cell Area, Syn: 15.12 µm²

Placement
  – DP Worst Slack: -496.6 ps
  – Gpl congestion: 0.7595
  – DP Area: 1536 µm²
  – Placed insts: 177
  – PortBufs: 97
  – Hpwl dp: 2396 µm

Die
  – Die area: roughly 6400 µm²
  – Die W: 80 µm
  – Num rows: 21
  – Core area: between 3000 and 4000 µm²
  – Chip Height: 80 µm
  – Io pins: between 90 and 100
  – Floorplan Utilization: 15.93%

Routing
  – Post-Route WL: 2849 µm
  – DRT Pass-1 Iters: 2
  – DRC viols: 0
  – DR iter-0 viols: 4
  – DR vias/cell: 3.802
  – Post-route ant nets: 0
  – WL/cell: 14.84 µm
  – Routed vias: 730
  – Antenna Cells: 0

Timing
  – Slew @ Worst Pin: 61.11 ps
  – Max Slew Vio Count: 0
  – Cycle use final: 117.5%
  – Period minus WS final: 1175 ps
  – Slew HR: 95.92%
  – Fmax: 850.8 MHz
  – RSZ-0062 raised after global routing: yes
  – # setup viols final: 32
  – Hold Violations, Final: 0
  – Fin Hold WS: just under 700 ps
  – Final WS setup: -175.4 ps
  – Setup TNS: -5032 ps

Worst setup path
  – Critical Path Source Type: input port
  – Crit path DRT: roughly 800 ps
  – Worst setup EP type: output pin
  – Critical path class: in2out
  – CP arrival: 980 ps
  – CP Max Fanout: 7

Finish
  – Fin util: 49.71%
  – Storage element area: 0 µm²
  – Clock buf count: 0
  – Final Cell Area: 1698 µm²
  – Area delta synth->final: 212.0%
  – Most frequent logic cell in the layout: dlygate4sd2_1
  – Finished Layout Cells: roughly 190
  – Layout cells sized above 1: approximately 56%
  – Top logic cells by instance count in the layout: dlygate4sd2_1, mux2_4, buf_6
  – FFs & Latches: 0

Global route
  – Initial antenna violation count: 0
  – Vias in the first global route: 824
  – First-pass GRT wire length: 4146 µm
  – All-layer global routing usage: 7.873%
  – Total gr overflow: 0
  – Largest net degree at the start of global routing: 8

Power
  – Total Power: 659.9 µW
  – Maximum vdd drop: approximately 0.17 mV
  – P_leak: roughly 1 nW
  – Pwr per Cell Area: 388.7 nW/µm²

Run
  – MaxCap Viol Count: 0
  – Total tool warning count: 34

Status
  – Outcome: finished, violations left
  – Failing checks: setup timing
## Yosys cell counts
library cell,n,area share [%]
buf_12,3,11
mux2_4,30,83
mux2_2,2,4.1
buf_6,1,2.1
## power breakdown
part	internal, mW	leakage [nW]	total [mW]	switching [mW]
Clock	0	0	0	0
Sequential	0	0	0	0
Combinational	0.519	0.990	0.660	0.141
## worst max-delay path: stages
cell and delay (ps):
buf_12 110, buf_12 130, buf_8 120, mux2_4 300, buf_6 110
## layer usage
layer | part of all wire, % | track usage (%)
met4 | 0 | 0
met5 | 0 | 0
met1 | 40 | 8.965
met3 | 11 | 3.068
met2 | 49 | 14.29
## logic make-up (layout without fill, tap and decap cells)
| logic type | Yosys count | after routing | share of synthesized area, % |
|---|---|---|---|
| mux | 32 | 32 | 86.90 |
| buf+inv | 4 | 114 | 13.10 |
## final cells by class
type | count | area, µm²
multi-input combinational | 32 | 480.5
timing repair buffer | 114 | 1160
fill | 327 | 1718
tap | 46 | 57.56
## final timing paths
path	from	end	slack, ps
max	select	mux_out[31]	-180
min	data_0[24]	mux_out[24]	690
## repair_timing
action	in CTS	in global routing
hold buffers	0	0
gates resized	170	23
endpoints found under the hold margin	0	0
buffers inserted	14	0
endpoints found under the setup margin	32	32
gates cloned	1	0
Power figures rest on the tool's default switching activity, not on a simulated workload.
